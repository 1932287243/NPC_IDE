[flow/run.sh]
#!/bin/bash
# OpenROAD 26Q1-2900-gdf79404cd8, Yosys 0.63+post, stock flow scripts
make -C /OpenROAD-flow-scripts/flow DESIGN_CONFIG=/design/flow/config.mk WORK_HOME=/design/flow/orfs finish
[flow/config.mk]
export PLATFORM = sky130hd
export DESIGN_NAME = BU
export DESIGN_NICKNAME = BU
export VERILOG_FILES = /design/flow/design.v
export SDC_FILE = /design/flow/constraint.sdc
export NUM_CORES = 4
export LEC_CHECK = 1
export CORE_AREA = 10 10 97 97
export DIE_AREA = 0 0 107 107
[flow/constraint.sdc]
current_design BU

set clk_period 4.6
set clk_io_pct 0.2

create_clock -name clk0 -period $clk_period

set non_clock_inputs [all_inputs -no_clocks]
set_input_delay [expr $clk_period * $clk_io_pct] -clock clk0 $non_clock_inputs
set_output_delay [expr $clk_period * $clk_io_pct] -clock clk0 [all_outputs]
[flow/design.v]
module BU(         
    input       [31:0]  rs1,
    input       [31:0] 	rs2,
    input       [2:0]   Type,
    output  reg         BrE
);
    wire signed 	[31:0] signed_rs1;
    wire signed 	[31:0] signed_rs2;
    wire unsigned 	[31:0] unsigned_rs1;
    wire unsigned 	[31:0] unsigned_rs2;
    assign signed_rs1 = rs1;
    assign signed_rs2 = rs2; 
    assign unsigned_rs1 = rs1;
    assign unsigned_rs2 = rs2; 
    always@(*)begin
        case(Type)
            3'b010: BrE = signed_rs1 == signed_rs2;
            3'b011: BrE = signed_rs1 != signed_rs2;
            3'b100: BrE = signed_rs1 < signed_rs2;
            3'b101: BrE = signed_rs1 >= signed_rs2;
            3'b110: BrE = unsigned_rs1 < unsigned_rs2;
            3'b111: BrE = unsigned_rs1 >= unsigned_rs2;
            default:BrE = 1'b0;
        endcase
    end
endmodule
==> impl_metrics.yaml <==
# yosys + openroad results
outcome:
  status: "finished, final reports clean"
critical_path:
  cp_top_family: "AND-OR/OR-AND gates"
  critPathMaxStageDelay_ns: 0.45
  path_cells: "clkdlybuf4s50_1 > inv_1 > ha_4 > a21o_1 > a21o_1 > a221oi_2 > o21ai_1 > or3_4 > mux2_4 > o221a_1 > dlygate4sd2_1"
  critPathBufInv: 3
  path_common_cell: "a21o_1"
  arrival_ns: 3.55
  worstPathMaxFanout: 2
  start_kind: "input pin"
  critical_path_required_ns: 3.68
  slowest_stage: "clkdlybuf4s50_1"
  criticalPathCategory: "input pin to output pin"
  worst-path-stages: 11
  crit_path_end_kind: "output pin"
synth:
  ys_sh_adder_pct: 44.44
  simple_gate_share_pct: 16.53
  synth_area_per_cell_um2: 7.324
  netlist-cell-type-count: 26
  yosysCellCount: 123
  mux_area_share_pct: 1.667
  ys_sh_xor_pct: 0.9722
  aoi_share_pct: 22.64
  ys_area_um2: 900.9
  synth_warnings: 1
  synth_cells: 123
  synthTopLogicFamily: "adder cells"
  ys_seq_share_pct: 0
  synth_area_um2: 900.9
die:
  die_area_mm2: 0.01145
  die_h_um: 107
  num_io_pins: 68
  core_area_mm2: 0.007292
  die_width_um: 107
  rows: 31
  initial_utilization_pct: 12.35
power_and_ir_drop:
  power_switching_mw: 0.04663
  power.density_mw_per_mm2: 76.51
  clkPwrFrac_pct: 0
  ir_drop_v: 0.00002336
  intPower_mw: 0.09084
  p_seq_share_pct: 0
  swShare_pct: 33.92
  power_mw: 0.1375
  combPwrFrac_pct: 100.0
  p_leak_nw: 0.8876
detailed_routing:
  insertedDiodeCount: 0
  vias_per_cell: 3.588
  drc: 0
  ant_nets: 0
  dr.pass1.iters: 4
  wl_per_cell_um: 9.932
  drt_iter0_markers: 11
  wirelength_um: 2940
  vias: 1062
cts:
  ctsHoldBuffers: 0
  post-cts-setup-buffers: 0
run:
  cap_violations: 0
  warnings: 32
sta:
  rsz0062_at_grt: "false"
  fin_tns_setup_ns: 0
  finalSetupViolCount: 0
  slew_viol_final: 0
  timing.final.crit_share_pct: 97.16
  max_freq_mhz: 223.8
  worst_slew_pin_slew_ns: 0.2896
  hold_viol_final: 0
  relSlewSlack_pct: 80.45
  final.min_clock_period_ns: 4.469
finish:
  final_common_cell: "clkdlybuf4s50_1"
  ff_count: 0
  fillers: 804
  fin_cells: 296
  clkbuf_count: 0
  drive_above_1_share_pct: 9.137
  mostFrequentLayoutCells: "clkdlybuf4s50_1, inv_1, ha_1"
  syn_to_final_growth_pct: 99.44
  mi_logic_area_um2: 817.0
  register_area_um2: 0
worst_hold_path:
  min_path_type: "input pin to output pin"
  whs_path_depth: 3
placed_design:
  place.gp.congestion: 0.7987
  dpl.cell_count: 296
  dp_hpwl_um: 2853
  portBuffers: 68
global_routing:
  grt_pass1_vias: 1109
  antenna_found_initial: 0
  grt_max_degree: 6
  grt_pass1_wl_um: 4892
  overflow: 0
  grt.total_usage_pct: 5.070
[cells by family (layout without fill, tap and decap cells)]
group / Yosys count / count (layout)
buffers and inverters: 33 / 107
AND/OR/NAND/NOR: 28 / 28
AND-OR/OR-AND: 28 / 28
multiplexers: 1 / 1
XOR/XNOR: 1 / 1
adder cells (fa/ha/maj): 32 / 32
[routing by layer]
metal,track usage [%],routed length (um),up-vias
met4,0,0,0
met2,9.219,1400,34
li1,-,-,586
met5,0,0,-
met1,6.396,1349,442
met3,0.9703,189,0
[synthesized netlist by cell type, drive strengths merged]
library cell	n	area [um2]
ha	32	400.4
o21a	1	7.510
nor3	2	10.01
o21bai	1	7.510
inv	33	123.9
a21boi	1	7.510
o31a	1	8.760
o21ai	4	20.01
or2	1	6.260
o311ai	1	8.760
nand3	3	15.01
o221a	2	22.52
a21o	5	37.54
nand4	4	25.02
and4	3	26.28
mux2	1	15.01
a21oi	9	45.04
or3	2	17.52
a221oi	3	38.79
xnor2	1	8.760
nand2	9	33.78
nor2	4	15.01
[repair_timing]
action | in CTS | in global routing
resized | 2 | 9
pin swaps | 5 | 8
setup endpoints to repair | 1 | 1
[power by group through the flow]
| stage | Clock (mW) | Sequential [mW] | Combinational (mW) |
|---|---|---|---|
| 4_1_cts | 0 | 0 | 0.137 |
| 5_1_grt | 0 | 0 | 0.157 |
| 6_report | 0 | 0 | 0.137 |
[stage by stage]
stage	util (%)	setup WS [ns]	area (um2)	hold WS, ns
global placement	24.00	-0.1412	1750	2.915
global route	24.64	0.0003590	1797	2.798
finish	24.64	0.1308	1797	2.742
detailed placement	24.00	-0.1601	1750	2.926
CTS	24.07	0.1230	1755	2.743
floorplan	-	0.8604	900.9	1.959
[tightest hold or removal path: stages]
cell,delay [ns]
clkdlybuf4s50_1,0.51
o221a_1,0.18
dlygate4sd2_1,0.22
[path summary, 6_finish.rpt]
path  startpoint   to  slack [ns]
min      Type[2]  BrE        2.74
max       rs2[5]  BrE        0.13
[layout make-up]
type,instances,area share [%]
Inverter,33,6.894
Multi-Input combinational cell,90,45.47
Tap cell,99,6.894
Timing Repair Buffer,74,40.74
