## design.v

```verilog
module ALU(
    input       [31:0]  rs1,rs2,
    input       [3:0]   func,
    output reg  [31:0]  ALUout
);
    wire signed [31:0] signed_a;
    wire signed [31:0] signed_b;
    wire signed [31:0] signed_1;
    wire signed [31:0] signed_0;
    assign signed_a = rs1;
    assign signed_b = rs2;
    assign signed_1 = 32'h1;
    assign signed_0 = 32'h0;
    always@(*)begin
        case(func)
            4'b0000:  ALUout = rs1 + rs2;
            4'b1000:  ALUout = rs1 - rs2;
            4'b0001:  ALUout = rs1 << rs2[4:0];
            4'b0010:  ALUout = signed_a < signed_b ? 1 : 0;
            4'b0011:  ALUout = rs1 < rs2 ? 1 : 0;
            4'b0100:  ALUout = rs1 ^ rs2;
            4'b0101:  ALUout = rs1 >> rs2[4:0];
            4'b1101:  ALUout = signed_a >>> rs2[4:0];
            4'b0110:  ALUout = rs1 | rs2;
            4'b0111:  ALUout = rs1 & rs2;
            4'b1001:  ALUout = rs2;
            4'b1010:  ALUout = rs1;
            4'b1011:  ALUout = 32'h0;
            4'b1100:  ALUout = 32'h0;
            4'b1110:  ALUout = rs2;
            4'b1111:  ALUout = 32'h0;
        endcase
    end 
endmodule
```

## run.sh

```bash
#!/bin/bash
# OpenROAD 26Q1-2900-gdf79404cd8, Yosys 0.63+post, stock flow scripts
make -C /OpenROAD-flow-scripts/flow DESIGN_CONFIG=/design/flow/config.mk WORK_HOME=/design/flow/orfs finish
```

## config.mk

```make
export PLATFORM = sky130hd
export DESIGN_NAME = ALU
export DESIGN_NICKNAME = ALU
export VERILOG_FILES = /design/flow/design.v
export SDC_FILE = /design/flow/constraint.sdc
export NUM_CORES = 4
export LEC_CHECK = 1
export CORE_UTILIZATION = 40
```

## constraint.sdc

```tcl
current_design ALU

set clk_period 15.3
set clk_io_pct 0.2

create_clock -name clk0 -period $clk_period

set non_clock_inputs [all_inputs -no_clocks]
set_input_delay [expr $clk_period * $clk_io_pct] -clock clk0 $non_clock_inputs
set_output_delay [expr $clk_period * $clk_io_pct] -clock clk0 [all_outputs]
```

==> results.py <==
# Physical implementation metrics
metrics = {
    "drt": {
        "vias": 10896,
        "wire_per_inst_um": 27.4,
        "drc": 0,
        "drtAntennaViolNets": 0,
        "first_pass_iters": 5,
        "drtIter0Drc": 1209,
        "viasPerCell": 6.82,
        "diodes": 0,
        "routed_wl_um": 43900,
    },
    "timing": {
        "slew_viol_final": 0,
        "tightest_slew_ns": 0.933,
        "finalHoldViolations": 0,
        "tns_ns": 0,
        "worst_slack_ns": 4.39,
        "slew_headroom": 0.373,
        "post-route-min-period_ns": 10.91,
        "fmax_ghz": 0.0916,
        "setup_violations": 0,
        "grt_setup_unrepaired": "no",
        "finalCritPeriodShare": 0.713,
    },
    "critical_path": {
        "cp_num_buf_inv": 4,
        "cp.required_ns": 12.24,
        "crit_fanout": 50,
        "end_kind": "output port",
        "cp.arrival_ns": 7.85,
        "crit_family": "buffers and inverters",
        "cp_slowest_cell": "ha_1",
        "worstPathCellList": "buf_2 -> buf_4 -> clkinv_1 -> ha_1 -> o211ai_1 -> o211ai_1 -> nand4_1 -> a31oi_1 -> a31oi_1 -> or4_1 -> a21oi_1 -> o22ai_1 -> a211oi_2 -> clkdlybuf4s50_1",
        "path_depth": 14,
        "cp-start-kind": "input port",
        "cpPeakStageDelay_ns": 0.69,
        "crit_type": "in -> out",
    },
    "floorplanning": {
        "fp_util": 0.410,
        "pin_count": 100,
        "die_area_um2": 23100,
        "die_h_um": 152,
        "coreArea_um2": 21900,
        "fp-row-count": 54,
        "dieWidth_um": 152,
    },
    "grt": {
        "antenna_found_initial": 1,
        "grt_pass1_vias": 10222,
        "use_met1": 0.601,
        "grt_use_total": 0.378,
        "use_met3": 0.0715,
        "grt_overflow_total": 0,
        "use_met2": 0.521,
        "grt_max_degree": 74,
        "top_usage_layer": "met1",
        "grt_pass1_wl_um": 65700,
    },
    "synth": {
        "yosysCellCount": 1304,
        "yosysUniqueCellTypes": 88,
        "syn_inst": 1304,
        "synth_seq_share": 0,
        "synth_warnings": 1,
        "yosys_area_um2": 8980,
        "syn_area_per_cell_um2": 6.89,
        "netlist_area_um2": 8980,
    },
    "layout": {
        "logic_area_um2": 8210,
        "seq_cell_count": 0,
        "nFillCells": 2300,
        "regArea_um2": 0,
        "fin_util": 0.460,
        "layout-drive-gt1-share": 0.0873,
        "area_delta_synth_final_pct": 12.2,
        "num-clock-buffers": 0,
    },
    "power_and_ir_drop": {
        "ir_worst_vdd_uv": 16.2,
        "total_power_uw": 391,
        "power_leakage_nw": 4.07,
        "powerDensity_nw_per_um2": 38.8,
    },
    "clock_network": {
        "post_cts.repair.setup_buffers": 0,
        "ctsHoldBuffers": 0,
        "cts-resized-gates": 0,
    },
    "run": {
        "warnings": 97,
        "maxCapViolCount": 0,
    },
    "worst_hold_path": {
        "min_path_cells": 4,
        "hold_path_class": "in -> out",
    },
    "placement": {
        "place_hpwl_um": 33400,
        "port_buffers": 100,
        "dp_slack_ns": 4.55,
        "gp_congestion": 1.03,
    },
    "status": {
        "status": "finished clean",
    },
}
-- worst paths after layout --
path / startpoint / end / slack, ns
max: rs2[4] / ALUout[27] / 4.39
min: rs2[4] / ALUout[12] / 7.26
-- layer usage --
metal | part of all wire | vias up
li1 | - | 4999
met1 | 0.46 | 5240
met2 | 0.41 | 594
met3 | 0.10 | 63
met4 | 0.031 | 0
met5 | 0 | -
-- metrics by stage --
stage	instance area [um^2]	std cells	hold WS [ns]
floorplan	8980	1304	6.22
global placement	10100	1598	7.26
detailed placement	10100	1598	7.26
CTS	10100	1598	7.26
global route	10100	1598	7.30
finish	10100	1598	7.26
-- area by class of cell --
| class | instances | area share |
|---|---|---|
| Multi-Input combinational cell | 1099 | 0.815 |
| Timing Repair Buffer | 124 | 0.115 |
| Inverter | 95 | 0.0354 |
| Tap cell | 280 | 0.0348 |
-- cells in the final DEF, fill, tap and decap left out, drive strengths merged, types with 11 or more instances in the layout --
| cell | count |
|---|---|
| nand2 | 129 |
| a21oi | 128 |
| nor2 | 125 |
| ha | 97 |
| clkdlybuf4s50 | 95 |
| inv | 94 |
| o21ai | 80 |
| mux4 | 43 |
| a221oi | 42 |
| mux2i | 40 |
| o211ai | 33 |
| buf | 29 |
| nor3 | 28 |
| a211oi | 22 |
| o22ai | 20 |
| nand3 | 19 |
| mux2 | 19 |
| a21o | 18 |
| nand2b | 18 |
| o21bai | 14 |
| o221ai | 13 |
| a31oi | 13 |
| nor2b | 13 |
| a221o | 12 |
| a211o | 11 |
-- cells in the mapped netlist, types with 7 or more instances --
master,number,area (um^2)
nand2_1,129,484
a21oi_1,128,641
nor2_1,125,469
ha_1,97,1210
inv_1,88,330
clkbuf_1,70,263
o21ai_0,57,285
mux4_2,43,968
a221oi_1,42,368
mux2i_1,40,400
o211ai_1,33,248
nor3_1,28,140
o21ai_1,23,115
a211oi_1,20,150
buf_2,20,100
o22ai_1,20,125
nand3_1,19,95.1
a21o_1,18,135
nand2b_1,18,113
buf_1,17,63.8
mux2_2,16,180
o21bai_1,14,105
a31oi_1,13,81.3
nor2b_1,13,81.3
o221ai_1,13,114
a221o_1,12,120
a211o_1,11,96.3
a22oi_1,10,75.1
and3_1,10,62.6
o31ai_1,10,75.1
a2111oi_0,9,78.8
and2_1,7,43.8
nand4_1,7,43.8
o21a_1,7,52.6
-- report_power, final --
group / switching [mW] / internal [mW] / leakage, nW / total [mW]
sequential: 0 / 0 / 0 / 0
clock: 0 / 0 / 0 / 0
combinational: 0.235 / 0.157 / 4.07 / 0.391
-- logic make-up after synthesis --
logic type	synth area share
muxes	0.176
and+or+nand+nor	0.202
buffers and inverters	0.0901
adders and majority gates	0.140
xor gates and xnor gates	0.00585
AOI/OAI and AO/OA	0.386
Power is estimated from default activity; no workload was simulated.
