### config.mk
export PLATFORM = sky130hd
export DESIGN_NAME = IDU
export DESIGN_NICKNAME = IDU
export VERILOG_FILES = /design/flow/design.v
export SDC_FILE = /design/flow/constraint.sdc
export NUM_CORES = 4
export LEC_CHECK = 1
export CORE_AREA = 10 10 75 75
export DIE_AREA = 0 0 85 85
### constraint.sdc
current_design IDU

set clk_period 4.0
set clk_io_pct 0.2

create_clock -name clk0 -period $clk_period

set non_clock_inputs [all_inputs -no_clocks]
set_input_delay [expr $clk_period * $clk_io_pct] -clock clk0 $non_clock_inputs
set_output_delay [expr $clk_period * $clk_io_pct] -clock clk0 [all_outputs]
### design.v
module imm(
	input 	    [31:0] inst,
	output reg	[31:0] out
);
	wire	[6:0] opcode;
	assign	opcode= inst[6:0];
	always@(*)
	begin
		case(opcode)
			7'b0010111: out = {inst[31:12],{12{1'b0}}};
			7'b0110111: out = {inst[31:12],{12{1'b0}}};
			7'b1100011: out = {{19{inst[31]}},inst[31],inst[7],inst[30:25],inst[11:8],1'b0};
			7'b1101111: out = {{11{inst[31]}},inst[31], inst[19:12], inst[20], inst[30:21], {1'b0}};
			7'b1100111: out = {{20{inst[31]}}, inst[31:20]};
			7'b0000011: out = {{20{inst[31]}}, inst[31:20]};
			7'b0100011: out = {{20{inst[31]}}, inst[31:25], inst[11:7]};
			7'b0010011: out = {{20{inst[31]}}, inst[31:20]};
			7'b1110011: out = {{20{1'b0}}, inst[31:20]};
			default: out = 32'h0;
		endcase
	end
endmodule
module IDU(
	input       [31:0]  inst,
	input			    is_csr,	
	output  reg [4:0]   rd,
	output  reg [4:0]   rs1,
	output  reg [4:0]   rs2,
	output      [31:0]  imm);
	always@(*)begin
		rd = inst[11:7];
		rs1 = inst[19:15];
		if(is_csr)
			rs2 = 5'h0;
		else
			rs2 = inst[24:20];
	end
	imm imm1(
		.inst(inst),
		.out(imm));
endmodule     
### run.sh
#!/bin/bash
# OpenROAD 26Q1-2900-gdf79404cd8, Yosys 0.63+post, stock flow scripts
make -C /OpenROAD-flow-scripts/flow DESIGN_CONFIG=/design/flow/config.mk WORK_HOME=/design/flow/orfs finish
==> flow_metrics.env <==
# flow metrics
export IMPL_worst_setup_path_type="input port to output pin"
export IMPL_syn_area_um2=671
export IMPL_static_leakage_power_nw=0.650
export IMPL_clkbuf_count=0
export IMPL_antenna_diode_count=0
export IMPL_io_pins=80
export IMPL_p_sw_share_pct=32.3
export IMPL_synth_comb_largest_family="AND-OR/OR-AND gates"
export IMPL_transition_time_at_the_pin_with_the_least_slew_margin_ns=0.579
export IMPL_warnings=32
export IMPL_port_buffers=80
export IMPL_dr_first_iter_drc_count=58
export IMPL_worst_path_max_fanout=11
export IMPL_switching_power_mw=0.0315
export IMPL_ant_nets=0
export IMPL_drt_pass1_iter_count=4
export IMPL_worst_setup_sp_type="input port"
export IMPL_vias_in_the_first_global_route=932
export IMPL_fillCellCount=402
export IMPL_timing_final_hold_violations=0
export IMPL_antenna_found_initial=0
export IMPL_number_of_warnings_printed_during_yosys_synthesis=2
export IMPL_yosys_area_share_adder_pct=0
export IMPL_cellPowerDensity_mw_per_mm2=68.7
export IMPL_worstHoldPathType="input port to output pin"
export IMPL_worst_endpoint_required_ns=3.20
export IMPL_crit_path_end_kind="output pin"
export IMPL_initCoreUtil_pct=16.5
export IMPL_global_route_overflow_total=0
export IMPL_post_synth_mux_area_share_pct=1.49
export IMPL_critPathSlowestCell="clkdlybuf4s50_1"
export IMPL_die_w_um=85
export IMPL_worst_ir_drop_vdd_v=0.0000428
export IMPL_die_height_um=85
export IMPL_power_internal_mw=0.0659
export IMPL_maxSlewViolCount=0
export IMPL_drt_vias_per_instance=4.35
export IMPL_post_cts_setup_buffers=0
export IMPL_seq_area_frac_synth_pct=0
export IMPL_worstPathArrival_ns=3.01
export IMPL_clock_power_share_pct=0
export IMPL_xor_area_share_pct=1.31
export IMPL_area_growth_synth_to_final_pct=111
export IMPL_layout_drive_gt1_share_pct=5.84
export IMPL_totalNegativeSetupSlack_ns=0
export IMPL_wirelength_mm=3.24
export IMPL_die_footprint_mm2=0.00723
export IMPL_top_cell_by_count_worst_path="clkdlybuf4s50_1"
export IMPL_unrepaired_setup_endpoints_after_global_routing="false"
export IMPL_share_seq_of_total_power_pct=0
export IMPL_outcome="finished clean"
export IMPL_register_area_um2=0
export IMPL_remaining_drc_errors=0
export IMPL_worst_path_largest_cell_delay_ns=0.70
export IMPL_gr_usage_all_layers_pct=8.36
export IMPL_netlist_cell_type_count=35
export IMPL_and_or_or_and_share_of_the_synthesized_area_pct=45.5
export IMPL_detailroute_via_count=887
export IMPL_mostFrequentLayoutCell="clkdlybuf4s50_1"
export IMPL_power_mw=0.0974
export IMPL_post_drt_wl_per_cell_um=15.9
export IMPL_core_area_mm2=0.00406
export IMPL_dp_final_hpwl_mm=2.85
export IMPL_syn_mean_instance_area_um2=7.62
export IMPL_report_final_setup_viol=0
export IMPL_ff_count=0
export IMPL_cts_hold_repair_buffers=0
export IMPL_synth_simple_gate_area_share_pct=30.4
export IMPL_preCtsSetupSlack_ns=0.166
export IMPL_combinationalPowerShare_pct=100.0
export IMPL_maxCapViolations=0
export IMPL_final_min_clock_period_ns=3.81
export IMPL_wire_length_of_the_first_global_routing_pass_mm=5.12
export IMPL_finalClockPeriodUsage_pct=95.2
export IMPL_grt_start_max_net_pins=12
export IMPL_max_clock_freq_mhz=263
export IMPL_synth_yosys_num_cells=88
export IMPL_routabilityCongestion=0.784
export IMPL_most_common_layout_cells="clkdlybuf4s50_1 (80), a21o_1 (20), and2_1 (7)"
export IMPL_core_rowCount=23
export IMPL_cts_repair_resized=0
export IMPL_yosysChipArea_um2=671
export IMPL_slew_limit_headroom_pct=61.4
export IMPL_post_synth_inst_count=88
export IMPL_finalWorstSetupSlack_ns=0.191
export IMPL_crit_path_cell_trace="clkdlybuf4s50_1 > nand2b_1 > a2111oi_0 > o21a_1 > a21o_1 > clkdlybuf4s50_1"
==> area by class of cell <==
type	instances	area (µm²)	area share (%)
multi-input combinational	70	528	37.2
inverter	1	3.75	0.265
tap	50	62.6	4.41
timing repair buffer	83	823	58.1
==> layer usage <==
metal	vias to the layer above	share of wire (%)	track usage [%]
li1	453	-	-
met1	409	38	9.66
met2	25	55	15.8
met3	0	6.7	2.12
met4	0	0	0
met5	-	0	0
==> per-stage QoR <==
stage / instances / hold slack (ns) / utilization (%) / cell area (µm²)
2_1_floorplan: 88 / 1.61 / - / 671
3_3_place_gp: 204 / 2.44 / 34.9 / 1420
3_5_place_dp: 204 / 2.44 / 34.9 / 1420
4_1_cts: 204 / 2.44 / 34.9 / 1420
5_1_grt: 204 / 2.45 / 34.9 / 1420
6_report: 204 / 2.43 / 34.9 / 1420
==> power groups by stage <==
stage,sequential [mW],combinational [mW],clock [mW]
after global routing,0,0.106,0
after CTS,0,0.0989,0
final,0,0.0974,0
==> final timing paths <==
path | depth (start not counted) | from | slack, ns | end
max | 6 | inst[5] | 0.19 | imm[27]
min | 2 | inst[11] | 2.43 | rd[4]
==> synth_stat cells (2+ instances only) <==
cell	count	share of area [%]
a21o_1	20	22
a21oi_1	5	3.7
a22o_1	4	5.2
and2_1	7	6.5
buf_4	12	13
buf_6	4	6.7
nand2_1	3	1.7
nand3b_1	2	2.2
nor2b_1	5	4.7
==> critical path: cells and delay by family <==
family | cells | cell delay (ns)
buf+inv | 2 | 1.18
simple gates | 1 | 0.12
compound gates | 3 | 0.91
==> cells by family after synthesis <==
logic type                Yosys count
AOI/OAI and AO/OA                  37
xor gates and xnor gates            1
buffers and inverters              18
muxes                               1
and+or+nand+nor                    31
Power figures rest on the tool's default switching activity, not on a simulated workload.
